## constraint.sdc

```tcl
current_design ProgramCounter

set clk_period 13.8
set clk_io_pct 0.2

create_clock -name clk0 -period $clk_period [get_ports {clk}]

set non_clock_inputs [all_inputs -no_clocks]
set_input_delay [expr $clk_period * $clk_io_pct] -clock clk0 $non_clock_inputs
set_output_delay [expr $clk_period * $clk_io_pct] -clock clk0 [all_outputs]
```

## config.mk

```make
export PLATFORM = sky130hd
export DESIGN_NAME = ProgramCounter
export DESIGN_NICKNAME = ProgramCounter
export VERILOG_FILES = /design/flow/design.v
export SDC_FILE = /design/flow/constraint.sdc
export NUM_CORES = 4
export LEC_CHECK = 1
export CORE_UTILIZATION = 30
```

## run.sh

```bash
#!/bin/bash
# OpenROAD 26Q1-2900-gdf79404cd8, Yosys 0.63+post, stock flow scripts
make -C /OpenROAD-flow-scripts/flow DESIGN_CONFIG=/design/flow/config.mk WORK_HOME=/design/flow/orfs finish
```

## design.v

```verilog
module Datapath(
	input         clk, reset,
	input         memtoreg,
	input         dobranch,
	input         alusrcbimm,
	input  [4:0]  destreg,
	input         regwrite,
	input         jump,
	input  [2:0]  alucontrol,
	output        zero,
	output [31:0] pc,
	input  [31:0] instr,
	output [31:0] aluout,
	output [31:0] writedata,
	input  [31:0] readdata
);
	wire [31:0] pc;
	wire [31:0] signimm;
	wire [31:0] srca, srcb, srcbimm;
	wire [31:0] result;
	ProgramCounter pcenv(clk, reset, dobranch, signimm, jump, instr[25:0], pc);
	SignExtension se(instr[15:0], signimm);
	assign srcbimm = alusrcbimm ? signimm : srcb;
	ArithmeticLogicUnit alu(srca, srcbimm, alucontrol, aluout, zero);
	assign result = memtoreg ? readdata : aluout;
	assign writedata = srcb;
	RegisterFile gpr(clk, regwrite, instr[25:21], instr[20:16],
	               destreg, result, srca, srcb);
endmodule
module ProgramCounter(
	input         clk,
	input         reset,
	input         dobranch,
	input  [31:0] branchoffset,
	input         dojump,
	input  [25:0] jumptarget,
	output [31:0] progcounter
);
	reg  [31:0] pc;
	wire [31:0] incpc, branchpc, nextpc;
	Adder pcinc(.a(pc), .b(32'b100), .cin(1'b0), .y(incpc));
	Adder pcbranch(.a(incpc), .b({branchoffset[29:0], 2'b00}), .cin(1'b0), .y(branchpc));
	assign nextpc = dojump   ? {incpc[31:28], jumptarget, 2'b00} :
	                dobranch ? branchpc :
	                           incpc;
	always @(posedge clk)
	begin
		if (reset) begin  
			pc <= 'h00400000;
		end else begin
			pc <= nextpc;
		end
	end
	assign progcounter = pc;
endmodule
module RegisterFile(
	input         clk,
	input         we3,
	input  [4:0]  ra1, ra2, wa3,
	input  [31:0] wd3,
	output [31:0] rd1, rd2
);
	reg [31:0] registers[31:0];
	always @(posedge clk)
		if (we3) begin
			registers[wa3] <= wd3;
		end
	assign rd1 = (ra1 != 0) ? registers[ra1] : 0;
	assign rd2 = (ra2 != 0) ? registers[ra2] : 0;
endmodule
module Adder(
	input  [31:0] a, b,
	input         cin,
	output [31:0] y,
	output        cout
);
	assign {cout, y} = a + b + cin;
endmodule
module SignExtension(
	input  [15:0] a,
	output [31:0] y
);
	assign y = {{16{a[15]}}, a};
endmodule
module ArithmeticLogicUnit(
	input  [31:0] a, b,
	input  [2:0]  alucontrol,
	output [31:0] result,
	output        zero
);
endmodule
```

==> COMMIT_EDITMSG <==
Update PnR metrics after Yosys + OpenROAD run

- Post-synthesis cell count from yosys: 450
* Number of hold buffers added after CTS: 0
* Element type at the critical path start: input port
- Total routing usage reported by global routing: 0.195
- Summing over every cut layer, the via total after detailed routing is 3608.
- Looking at the setup timing report, the critical path kind is in2reg.
* Slowest cell on the critical path: sky130_fd_sc_hd__fa_1
- Fill cell count: 1137
* Clk pin slew, worst setup/hold paths: 60 ps
* Num CTS Buffers: 5
- Across the routed clock network, the largest skew measured is 3.43 ps.
- After global routing the overflow that remains totals 0.
- Pre-CTS setup slack: 8300 ps
- In this run, synthesis inferred 0 flip-flops with an integrated enable.
- pc holds more flip-flops than any other register.
* Core Rows: 39
* Number of buffers inserted to repair setup after CTS: 0
- Yosys cell types: 70
* Antenna fix cells: 0
- The synthesis report lists the Yosys warning total as 1.
- Number of global-route vias before repair: 3443
* Static leakage: 1.93 nW
- Post-CTS repair changed the size of 0 cells.
- Final instance count without filler cells: 677
- In this run the maximum-capacitance check reported violations numbering 0.
- Share of the core filled by cells before placement: 0.308
* Mean post-synth cell area: 7.77 um^2
- Average routed wire per standard cell: 16.8 um
- The detailed router reported a total wirelength of 11.4 mm.
* Die Y-Extent: 110 um
- The total area inside the core boundary comes to 0.0114 mm^2.
* TritonCTS sink count: 30
* FFs w/ async S/R, synth: 0
- In this run the VDD rail shows a maximum IR drop of 0.0625 mV.
- H-tree level count: 2
* Die Span X: 110 um
- For this run, the slowest stage of the critical path takes 430 ps.
- Most used cell along the critical path: sky130_fd_sc_hd__a21oi_2
- In this run the deepest clock path goes through 2 buffers.
* Type of the most critical hold path: reg2reg
- Per the final layout report, the fraction of cells sized above drive strength 1 comes to 0.0693.
* Detailed router's first-iteration violation count: 151
* Setup repair after global routing missed its margin: no
- The initial antenna violation count came to 0.
* Cell area after synthesis: 0.00350 mm^2
- Final hold analysis gives a worst-case slack of 655 ps.
* Final critical-path setup slack: 8550 ps
- Final cycle utilization of the critical path: 0.380
- Post-synthesis sequential area ratio: 0.172
- In the placement report, post-DP HPWL is listed as 8.76 mm.
* Antenna violation net count after detailed routing: 0
- Entering global routing, the biggest net connects 28 pins.
- Average vias per placed instance: 5.33
- The worst setup path is captured at a flip-flop.
- Top FF cell, synth: sky130_fd_sc_hd__dfxtp_1
- The first global-routing pass estimated 17.7 mm of wire.
- Total DRC errors in the routed layout: 0
* Post-synthesis chip area from yosys: 0.00350 mm^2
- Crit path DAT: 5420 ps
- Actual transition at the worst max-transition pin: 509 ps
- The synthesized instance count is 450.
- Post-Route Setup TNS: 0 ps
* Normalized max-slew margin: 0.660
* Highest attainable clock frequency: 191 MHz
- The routed design could run at a clock period as short as 5250 ps.
- Count of buffers from port buffering: 89
- TritonCTS built the clock tree.
- Area of the die: 0.0121 mm^2
- The cell sitting at the root of the clock tree is a sky130_fd_sc_hd__clkbuf_16.
- Cell-by-cell trace of the critical path: clkdlybuf4s50_1 > ha_1 > fa_1 > a21o_1 > a21oi_2 > o21ai_2 > a21oi_2 > o31ai_4 > a211oi_1 > a31oi_1 > o211a_1
- Clock latency of the later-clocked register in the worst-skew pair: 280 ps
- Largest regs: pc: 30 flops
* Max-slew violation count: 0
- 94 I/O pins were placed.
- In the log, the iteration count for the first detailed-route pass is 5.
* Synthesis-to-layout area growth: 35.0%
* Max FFs per register: 30
- Crit path max fanout: 4
- OpenROAD emitted warnings numbering 34.
* Instance count after placement with tap cells included: 669
- Cell area power density: 91.7 mW/mm^2
* Final count of negative-setup-slack endpoints: 0
- Count of state elements after synthesis: 30
- Final count of hold timing violations: 0
* Power consumption: 433 uW
- WP data required: 13970 ps
* Weighted congestion at the end of routability-driven global placement: 0.906
* Status: finished clean
-- stage by stage --
stage          area (um^2)  utilization
4_1_cts               4720        0.415
3_5_place_dp          4520        0.398
6_report              4720        0.415
5_1_grt               4720        0.415
2_1_floorplan         3500            -
3_3_place_gp          4520        0.398
-- path summary, 6_finish.rpt --
| check | start | endpoint | cells past startpoint | slack, ps |
|---|---|---|---|---|
| worst max register to register | pc[2] | pc[31] | 14 | 10080 |
| worst min-delay path | pc[31] | pc[31] | 3 | 650 |
| worst min register to register | pc[31] | pc[31] | 3 | 650 |
| worst max-delay path | branchoffset[0] | pc[26] | 11 | 8550 |
-- cells in the final DEF (no fill, tap or decap), drive strengths merged, types with 6 or more instances in the layout --
cell and instances:
a211oi 12, a21o 11, a21oi 48, a31oi 6
and3 6, clkbuf 6, clkdlybuf4s50 89, dfxtp 30
ha 37, inv 16, nand2 42, nand3 22
nand4 7, nor2 37, nor3 8, o21ai 22
o21bai 6, o22ai 6, xnor2 37, xor2 15
-- cell usage after synthesis, types with 2 or more instances --
cell,number,share of area
sky130_fd_sc_hd__a21oi_1,46,0.066
sky130_fd_sc_hd__nand2_1,41,0.044
sky130_fd_sc_hd__ha_1,37,0.13
sky130_fd_sc_hd__nor2_1,37,0.040
sky130_fd_sc_hd__xnor2_1,36,0.090
sky130_fd_sc_hd__dfxtp_1,30,0.17
sky130_fd_sc_hd__nand3_1,20,0.029
sky130_fd_sc_hd__o21ai_0,20,0.029
sky130_fd_sc_hd__inv_1,16,0.017
sky130_fd_sc_hd__xor2_1,15,0.038
sky130_fd_sc_hd__a211oi_1,11,0.024
sky130_fd_sc_hd__a21o_1,11,0.024
sky130_fd_sc_hd__clkbuf_1,8,0.0086
sky130_fd_sc_hd__a31oi_1,6,0.011
sky130_fd_sc_hd__and3_1,6,0.011
sky130_fd_sc_hd__nand4_1,6,0.011
sky130_fd_sc_hd__o21bai_1,6,0.013
sky130_fd_sc_hd__o22ai_1,6,0.011
sky130_fd_sc_hd__buf_2,5,0.0072
sky130_fd_sc_hd__nor3_1,5,0.0072
sky130_fd_sc_hd__o211a_1,5,0.014
sky130_fd_sc_hd__o211ai_1,5,0.011
sky130_fd_sc_hd__buf_1,4,0.0043
sky130_fd_sc_hd__nand2b_1,4,0.0072
sky130_fd_sc_hd__o21a_1,4,0.0086
sky130_fd_sc_hd__and4_1,3,0.0075
sky130_fd_sc_hd__mux2i_1,3,0.0086
sky130_fd_sc_hd__o221ai_1,3,0.0075
sky130_fd_sc_hd__a21oi_2,2,0.0050
sky130_fd_sc_hd__a221oi_1,2,0.0050
sky130_fd_sc_hd__a221oi_2,2,0.0086
sky130_fd_sc_hd__a22o_1,2,0.0050
sky130_fd_sc_hd__and2_1,2,0.0036
sky130_fd_sc_hd__buf_4,2,0.0043
sky130_fd_sc_hd__nor2b_1,2,0.0036
sky130_fd_sc_hd__nor3_2,2,0.0057
sky130_fd_sc_hd__nor3b_1,2,0.0043
-- worst max-delay path, delay by kind of cell --
| family | cells | cell delay (ps) |
|---|---|---|
| AOI/OAI and AO/OA | 8 | 1570 |
| buffers and inverters | 1 | 420 |
| adders and majority gates | 2 | 690 |
-- per-layer routing --
metal | track usage | share of wire | vias to the layer above
met5 | 0 | 0 | -
met4 | 0.0181 | 0.0072 | 0
met1 | 0.290 | 0.48 | 1678
met3 | 0.0288 | 0.061 | 8
met2 | 0.314 | 0.45 | 100
li1 | - | - | 1822
-- area by class of cell --
cell class | instances | area, um^2 | area share
Multi-Input combinational cell | 386 | 2760 | 0.584
Timing Repair Buffer | 94 | 928 | 0.197
Sequential cell | 30 | 601 | 0.127
Tap cell | 143 | 179 | 0.0379
Clock buffer | 6 | 139 | 0.0294
Clock inverter | 2 | 60.1 | 0.0127
Inverter | 16 | 60.1 | 0.0127
-- power breakdown --
part | total, mW | switching (mW) | internal, mW
Combinational | 0.175 | 0.0878 | 0.0872
Sequential | 0.107 | 0.0122 | 0.0950
Clock | 0.151 | 0.0424 | 0.108
Total | 0.433 | 0.142 | 0.291
-- cells by family after synthesis --
group                    share of synthesized area
other                                      0.00107
buffers and inverters                       0.0415
XOR/XNOR                                     0.132
multiplexers                               0.00858
AND-OR/OR-AND                                0.297
adder cells (fa/ha/maj)                      0.138
AND/OR/NAND/NOR                              0.210
flip-flops                                   0.172
No activity file was given, so power comes from the tool's default toggle rates.
